`flow/run.sh`:
```
#!/bin/bash
# OpenROAD 26Q1-2900-gdf79404cd8, Yosys 0.63+post, stock flow scripts
make -C /OpenROAD-flow-scripts/flow DESIGN_CONFIG=/design/flow/config.mk WORK_HOME=/design/flow/orfs finish
```
`flow/config.mk`:
```
export PLATFORM = sky130hd
export DESIGN_NAME = top
export DESIGN_NICKNAME = top
export VERILOG_FILES = /design/flow/design.v
export SDC_FILE = /design/flow/constraint.sdc
export NUM_CORES = 4
export LEC_CHECK = 1
export CORE_UTILIZATION = 50
```
`flow/constraint.sdc`:
```
current_design top

set clk_period 2.5
set clk_io_pct 0.2

create_clock -name clk0 -period $clk_period [get_ports {i_Clk}]

set non_clock_inputs [all_inputs -no_clocks]
set_input_delay [expr $clk_period * $clk_io_pct] -clock clk0 $non_clock_inputs
set_output_delay [expr $clk_period * $clk_io_pct] -clock clk0 [all_outputs]
```
`flow/design.v`:
```
module Debounce_Switch (input i_Clk, input i_Switch, output o_Switch);
  parameter c_DEBOUNCE_LIMIT = 250000;   
  reg [17:0] r_Count = 0;
  reg r_State = 1'b0;
  always @(posedge i_Clk)
  begin
    if (i_Switch !== r_State && r_Count < c_DEBOUNCE_LIMIT)
      r_Count <= r_Count + 1;
    else if (r_Count == c_DEBOUNCE_LIMIT)
    begin
      r_State <= i_Switch;
      r_Count <= 0;
    end 
    else
      r_Count <= 0;
  end
  assign o_Switch = r_State;
endmodule
`default_nettype none
module attention_score_demo (
    input  wire clk,
    input  wire reset,
    input  wire start,
    input  wire signed [7:0] q0, q1, q2, q3,
    output reg  signed [15:0] score_0,
    output reg  signed [15:0] score_1,
    output reg  done
);
    reg [3:0] step = 0;
    reg signed [15:0] acc = 0;
    reg signed [7:0] cur_q = 0;
    reg signed [7:0] cur_k = 0;
    reg [3:0] step;
    reg signed [15:0] acc;
    reg signed [7:0] cur_q;
    reg signed [7:0] cur_k;
    wire signed [15:0] product = cur_q * cur_k;
    always @(posedge clk) begin
        if (reset) begin
            step <= 0;
            done <= 0;
            acc <= 0;
            score_0 <= 0;
            score_1 <= 0;
            cur_q <= 0;
            cur_k <= 0;
        end else begin
            done <= 0;
            case (step)
                0: begin
                    if (start) begin
                        acc <= 0;
                        cur_q <= q0; cur_k <= 8'sd1; 
                        step <= 1;
                    end
                end
                1: begin acc <= acc + product; cur_q <= q1; cur_k <= -8'sd1; step <= 2; end
                2: begin acc <= acc + product; cur_q <= q2; cur_k <=  8'sd2; step <= 3; end
                3: begin acc <= acc + product; cur_q <= q3; cur_k <=  8'sd0; step <= 4; end
                4: begin 
                    score_0 <= acc + product;  
                    acc <= 0;                  
                    cur_q <= q0; cur_k <=  8'sd0;  
                    step <= 5; 
                end
                5: begin acc <= acc + product; cur_q <= q1; cur_k <=  8'sd2; step <= 6; end
                6: begin acc <= acc + product; cur_q <= q2; cur_k <= -8'sd2; step <= 7; end
                7: begin acc <= acc + product; cur_q <= q3; cur_k <=  8'sd1; step <= 8; end
                8: begin 
                    score_1 <= acc + product;  
                    done <= 1;
                    step <= 0; 
                end
            endcase
        end
    end
endmodule
`default_nettype none
module top (
    input  wire i_Clk,
    input  wire i_Switch_1,
    output wire o_LED_1,
    output wire o_LED_2,
    output wire o_LED_3,
    output wire o_LED_4
);
    wire w_Switch_1_Debounced;
    Debounce_Switch debounce_inst (
        .i_Clk(i_Clk),
        .i_Switch(i_Switch_1),
        .o_Switch(w_Switch_1_Debounced)
    );
    reg r_Switch_1_Sync1 = 1'b0; 
    reg r_Switch_1_Sync2 = 1'b0;
    always @(posedge i_Clk) begin
        r_Switch_1_Sync1 <= w_Switch_1_Debounced;
        r_Switch_1_Sync2 <= r_Switch_1_Sync1;
    end
    wire w_Start_Pulse = (r_Switch_1_Sync2 == 1'b1 && r_Switch_1_Sync1 == 1'b0);
    wire signed [15:0] w_Score_0;
    wire signed [15:0] w_Score_1;
    wire w_Done;
    attention_score_demo core (
        .clk(i_Clk),
        .reset(1'b0),
        .start(w_Start_Pulse),
        .q0(8'sd1),   
        .q1(8'sd2),
        .q2(8'sd3),
        .q3(8'sd4),
        .score_0(w_Score_0),
        .score_1(w_Score_1),
        .done(w_Done)
    );
    reg r_Toggle = 1'b0;
    reg [3:0] r_LEDs = 4'b0000;
    always @(posedge i_Clk) begin
        if (w_Start_Pulse) begin
            r_Toggle <= ~r_Toggle;  
            r_LEDs <= 4'b0000;      
        end else if (w_Done) begin
            if (r_Toggle == 1'b1) begin
                r_LEDs <= w_Score_0[3:0];  
            end else begin
                r_LEDs <= w_Score_1[3:0];  
            end
        end
    end
    assign o_LED_1 = r_LEDs[0];
    assign o_LED_2 = r_LEDs[1];
    assign o_LED_3 = r_LEDs[2];
    assign o_LED_4 = r_LEDs[3];
endmodule
```
==> impl.org <==
#+TITLE: Implementation results

** Finish
- Signed area change from the synthesized netlist to the final layout :: 11.69%
- Counting only logic cells after layout, the most numerous master is nor2_1.
- After routing the design area is between 2000 and 3000 µm².
- The library cells used most frequently in the layout, excluding fill and tap cells, are 36 x nor2_1, 25 x dfxtp_1, 24 x edfxtp_1, 15 x xnor2_1, 11 x nand2_1.
- Per the final layout report, the fraction of cells sized above drive strength 1 comes to between 10% and 20%.

** Logic synthesis
- Main flop type after synthesis :: dfxtp_1
- Before any placement, the netlist area is recorded as ~2300 µm².
- Number of enable flip-flop cells :: 24
- For reference, XOR and XNOR gates occupy 9.653% of the area reported after synthesis.
- Average size of a mapped cell :: ~11 µm²
- Synth Seq Share :: 53.83%
- Number of instances in the synthesized netlist :: around 210
- Yosys Instances :: between 200 and 250
- Of all flip-flops after synthesis, the portion carrying an async set or reset was 0%.
- Synthesis inferred slightly below 50 register bits.
- Yosys shows that the main logic family after synthesis is simple AND/OR/NAND/NOR gates.
- The chip area line in the Yosys stat output reads around 2300 µm².
- And+or+nand+nor area frac :: roughly a fifth
- Compound Share, Synth :: just under 4%
- Post-synthesis adder-cell area fraction :: under 10%
- Multiplexer fraction of the synthesized cell area :: about 2.2%
- Count of synthesis-stage warnings from yosys :: 3
- In this run, distinct cell masters in the synthesized netlist total 33.

** Route
- Detailed-route iteration 0 reported a violation count of 43.
- Post-DR wirelength/cell :: between 10 and 15 µm
- TritonRoute reported its final design rule violation total as 0.
- Remaining antenna violation count after routing :: 0
- Wire length reported by the detailed router :: about 3400 µm
- Average vias per placed instance :: around 5.2
- Across all layers, the routed design uses around 1400 vias.
- Count of TritonRoute iterations in the first routing pass :: 4
- Antenna cell count :: 0

** Power and ir drop
- The final power report lists total power as between 0.001 and 0.0015 W.
- VDD IR-drop max :: 322.1 µV
- Pwr per Cell Area :: roughly 520 nW/µm²
- The power report puts the leakage power at 0.8895 nW.

** Global route
- Total global routing track utilization :: between 10% and 20%
- Entering global routing, the biggest net connects 19 pins.
- The number of global-route vias before repair came to approximately 1400.
- Global-route wire length before repair :: between 6000 and 7000 µm
- Antenna violations before repair :: 0
- GRT Residual Overflow :: 0

** Setup path
- Startpoint types :: flop
- Looking at the setup timing report, the critical path kind is flop to flop.
- Biggest fanout along the worst timing path :: 3
- Required time reported for the critical path endpoint :: approximately 2600 ps
- WP data arrival :: about 2500 ps
- Kind of capture point of the worst setup path :: flop

** STA
- In this build the clock could be raised as far as 416.1 MHz.
- Slew headroom :: 49.60%
- Hold violation total from the final report :: 0
- The end-of-flow timing check tallies setup violations at 0.
- Across the routed clock network, the largest skew measured is between 10 and 15 ps.
- Worst Tran Pin Value :: ~760 ps
- The final timing summary puts the cycle share of the worst path at between 90% and 100%.
- Post-route minimum period :: 2404 ps
- Per the final report, max-transition violations number 0.

** Place
- GPL Wtd Cong :: between 0.8 and 0.9
- According to the dpl log, the detail-placed design has an HPWL of ~2500 µm.
- Once placement finished, the instance area stood at between 2000 and 2500 µm².
- Per the placement log, port buffering inserted 5 buffers.

** Clock network
- Looking at the clock tree report, the H-tree level count equals 2.
- Number of buffers created by CTS :: 5
- Buffer depth of the longest clock path :: 2
- TritonCTS built the clock tree.
- The tree built by TritonCTS fans out to slightly below 50 sinks.
- The later pin in the worst-skew pair is clocked with a latency of approximately 300 ps.
- On the worst setup and hold paths after CTS, the clock-pin slew comes to 90 ps.
- Per the CTS log, the root buffer master is clkbuf_8.

** Run
- The report counts max-capacitance violations totalling 0.
- OpenROAD emitted warnings numbering 27.

** Floorplan
- According to the floorplan log, the row count is 24.
- The floorplan step set the die height to 69.36 µm.
- Pin placement for this block handled 6 I/O pins.
- Overall chip area :: between 4000 and 5000 µm²
- At the floorplan stage, the core utilization is reported as between 50% and 60%.
- Per the OpenROAD floorplan log, the width of the die is between 60 and 70 µm.
- In this run the standard cell core region covers between 4000 and 5000 µm².

** Worst hold path
- According to the hold report, the worst path is of the flop to flop type.

** Run status
- The run finished with clean final reports.
layout make-up:
class / instances / area, µm²
repair buffers: 9 / 80.08
well taps: 52 / 65.06
multi-input cells: 143 / 1028
flip-flops and latches: 49 / 1221
inverters: 12 / 45.04
clock inverters: 3 / 25.02
clock buffers: 5 / 68.82
fillers: 361 / 1821
timing repair:
item                       CTS  global route
gates resized                2             8
hold buffers                 0             0
hold endpoints to repair     0             0
pin swaps                    7             6
buffers inserted             2             0
setup endpoints to repair    3             3
final timing paths:
check | depth (start not counted) | startpoint | endpoint | slack (ps)
worst max-delay path | 10 | core.cur_k[1] | core.acc[3] | 100
worst min-delay path | 0 | r_Switch_1_Sync1 | r_Switch_1_Sync2 | 360
worst max register to register | 10 | core.cur_k[1] | core.acc[3] | 100
worst min register to register | 0 | r_Switch_1_Sync1 | r_Switch_1_Sync2 | 360
routing by layer:
| layer | routed length [µm] | GRT usage [%] |
|---|---|---|
| met1 | 1694 | 26.96 |
| met2 | 1607 | 27.40 |
| met3 | 82 | 2.950 |
| met4 | 57 | 2.041 |
| met5 | 0 | 0 |
cell families after synthesis:
group	Yosys count
DFF	49
muxes	5
and+or+nand+nor	93
adders and majority gates	9
buffers and inverters	21
xor gates and xnor gates	25
AOI/OAI and AO/OA	11
cells in the mapped netlist, types with 2 or more instances:
master | instances | area share, %
a211oi_1 | 4 | 1.3
a21oi_1 | 4 | 0.88
and2_1 | 6 | 1.7
clkbuf_1 | 6 | 0.99
dfxtp_1 | 25 | 22
edfxtp_1 | 24 | 32
fa_1 | 2 | 1.8
ha_1 | 7 | 3.9
inv_1 | 12 | 2.0
mux2i_1 | 5 | 2.2
nand2_1 | 12 | 2.0
nand2b_1 | 3 | 0.83
nand3_1 | 8 | 1.8
nand4_1 | 6 | 1.7
nor2_1 | 36 | 6.0
nor2b_1 | 2 | 0.55
nor3_1 | 4 | 0.88
nor4_1 | 9 | 2.5
xnor2_1 | 17 | 6.6
xor2_1 | 8 | 3.1
power by group:
part           switching [W]   total, W  internal [W]
registers         0.00000696   0.000844      0.000837
logic              0.0000128  0.0000206    0.00000778
clock network       0.000259   0.000461      0.000202
per-stage QoR:
| step | util, % | setup TNS, ps | hold WS (ps) | std cells | setup WS, ps |
|---|---|---|---|---|---|
| floorplan | - | 0 | 331.4 | 213 | 17.93 |
| global placement | 54.17 | -40.28 | 337.7 | 263 | -40.28 |
| detailed placement | 54.17 | -273.3 | 347.1 | 263 | -145.4 |
| CTS | 57.01 | -75.45 | 359.4 | 273 | -75.45 |
| global route | 58.19 | -13.11 | 367.9 | 273 | -13.11 |
| finish | 58.19 | 0 | 356.5 | 273 | 96.46 |
registers in the layout, summed over array words and instances (netlist names), 3 cells and up:
signal / cells
core.step: 4
r_LEDs: 4
core.score_0: 4
core.cur_k: 3
core.score_1: 4
debounce_inst.r_Count: 18
core.acc: 4
core.cur_q: 3
worst max-delay path, cell delays in order (launching register included):
cell and delay, ps:
edfxtp_1 380, nand2_2 70, fa_1 520, inv_2 50
ha_4 260, ha_4 190, ha_4 170, xnor2_4 120
xnor2_2 180, nand2b_1 140, mux2i_1 70
Power figures rest on the tool's default switching activity, not on a simulated workload.
